==> design.v <==
module branch_unit (
    input wire in_branch,
    input wire [2:0] in_branch_op,
    input wire [31:0] in_a,
    input wire [31:0] in_b,
    output reg out_branch
);
localparam BEQ = 3'b000;
localparam BNE = 3'b001;
localparam BLT = 3'b100;
localparam BGE = 3'b101;
localparam BLTU = 3'b110;
localparam BGEU = 3'b111;
localparam JAL_JALR = 3'b010;
always @(*) begin
    if (!in_branch) begin
        out_branch = 0;
    end else begin
        case (in_branch_op)
            BEQ:
                out_branch = in_a == in_b;
            BNE:
                out_branch = in_a != in_b;
            BLT:
                out_branch = $signed(in_a) < $signed(in_b);
            BGE:
                out_branch = $signed(in_a) >= $signed(in_b);
            BLTU:
                out_branch = in_a < in_b;
            BGEU:
                out_branch = in_a >= in_b;
            JAL_JALR:
                out_branch = 1;
            default:
                out_branch = 0;
        endcase
    end
end
endmodule
==> run.sh <==
#!/bin/bash
# OpenROAD 26Q1-2900-gdf79404cd8, Yosys 0.63+post, stock flow scripts
make -C /OpenROAD-flow-scripts/flow DESIGN_CONFIG=/design/flow/config.mk WORK_HOME=/design/flow/orfs finish
==> config.mk <==
export PLATFORM = sky130hd
export DESIGN_NAME = branch_unit
export DESIGN_NICKNAME = branch_unit
export VERILOG_FILES = /design/flow/design.v
export SDC_FILE = /design/flow/constraint.sdc
export NUM_CORES = 4
export LEC_CHECK = 1
export CORE_AREA = 10 10 88 88
export DIE_AREA = 0 0 98 98
==> constraint.sdc <==
current_design branch_unit

set clk_period 3.6
set clk_io_pct 0.2

create_clock -name clk0 -period $clk_period

set non_clock_inputs [all_inputs -no_clocks]
set_input_delay [expr $clk_period * $clk_io_pct] -clock clk0 $non_clock_inputs
set_output_delay [expr $clk_period * $clk_io_pct] -clock clk0 [all_outputs]
==> flow_metrics.env <==
# implementation run metrics
export IMPL_power_density_nw_per_um2=108
export IMPL_first_pass_iters=4
export IMPL_relSlewSlack=0.783
export IMPL_grtUsageTotal=0.0606
export IMPL_top_cells_by_count="inv_1, ha_1, a21oi_1"
export IMPL_log_warning_count=32
export IMPL_syn_area_um2=952
export IMPL_cp_startpoint="in_b[31]"
export IMPL_fin_hold_ws_ns=2.13
export IMPL_globalRoute_totalOverflow=0
export IMPL_area_growth_pct=122
export IMPL_aoi_share=0.206
export IMPL_max_stage_delay_ns=0.46
export IMPL_synthCells=125
export IMPL_avgViaCountPerCell=4.01
export IMPL_num_vias=1123
export IMPL_crit_chain="clkdlybuf4s50_1, inv_1, ha_4, nand4_4, nor4_4, a31oi_2, mux2i_1, nand3_1, mux2i_1, buf_2"
export IMPL_drc=0
export IMPL_netlist_logic_family_top="adder cells"
export IMPL_fmax_ghz=0.290
export IMPL_seqPwrFrac=0
export IMPL_setup_worst_path_end_class="output pin"
export IMPL_drive_gt1_frac=0.254
export IMPL_p_leak_nw=1.01
export IMPL_wl_met1_um=1650
export IMPL_simple_gate_share=0.222
export IMPL_topCellsByArea="ha_1, inv_1, a21oi_1"
export IMPL_status="finished clean"
export IMPL_io_pins=69
export IMPL_grt_pass1_vias=1114
export IMPL_post_route_min_period_ns=3.44
export IMPL_grt_setup_unrepaired="false"
export IMPL_wl_per_cell_um=11.7
export IMPL_nClkBuffers=0
export IMPL_wl_met3_um=180
export IMPL_totalPowerFinal_w=0.000229
export IMPL_gp_congestion=0.798
export IMPL_core_rowCount=28
export IMPL_ys_cells=125
export IMPL_worst_ir_drop_vdd_mv=0.0520
export IMPL_start_kind="primary input"
export IMPL_combPwrFrac=1.000
export IMPL_top_area_cell="ha_1"
export IMPL_switching_share=0.378
export IMPL_ys_sh_adder=0.420
export IMPL_top_area_frac=0.420
export IMPL_critPathSlowestCell="clkdlybuf4s50_1"
export IMPL_worstPathMaxFanout=3
export IMPL_die_w_um=98
export IMPL_drv_slew=0
export IMPL_cap_violations=0
export IMPL_io_buffers=69
export IMPL_ff_latch_area_um2=0
export IMPL_cpMostUsedCell="mux2i_1"
export IMPL_ant_nets=0
export IMPL_seq_cell_count=0
export IMPL_die_h_um=98
export IMPL_cp_data_arrival_time_ns=2.72
export IMPL_critical_path_class="in2out"
export IMPL_ys_seq_share=0
export IMPL_drtIter0Drc=3
export IMPL_dpl_hpwl_um=2890
export IMPL_grt_pass1_wl_um=5060
export IMPL_synth_area_yosys_um2=952
export IMPL_ys_sh_mux=0.0210
export IMPL_avgSynthCellArea_um2=7.62
export IMPL_fp_coreArea_um2=5920
export IMPL_grt_max_degree=7
export IMPL_cp_required_ns=2.88
export IMPL_dr_wl_met2_um=1440
export IMPL_stdcell_count=280
export IMPL_antenna_found_initial=0
export IMPL_hp_class="in2out"
export IMPL_timing_hold_worst_start="in_branch"
export IMPL_most_common_cell="inv_1"
export IMPL_synth_xor_area_share=0
export IMPL_antenna_cells=0
export IMPL_die_area_um2=9600
export IMPL_top_layer_used="met3"
export IMPL_finalClockPeriodUsage=0.956
export IMPL_totalWireLength_um=3260
export IMPL_p_sw_w=0.0000865
export IMPL_dp_cells=279
export IMPL_final_hold_violation_count=0
export IMPL_setup_viol=0
export IMPL_yosysWarnings=1
export IMPL_pwr_share_clk=0
export IMPL_yosysUniqueCellTypes=24
export IMPL_cts_hold_buf=0
export IMPL_worstMarginPinSlew_ns=0.323
export IMPL_p_int_w=0.000143
export IMPL_fp_util=0.161
## per-stage QoR
stage / utilization / worst slack, ns / TNS (ns) / cell area (um^2)
final: 0.358 / 0.157 / 0 / 2120
after global routing: 0.358 / 0.00876 / 0 / 2120
after global placement: 0.306 / -0.358 / -0.358 / 1810
after CTS: 0.308 / 0.0377 / 0 / 1820
after floorplan: - / 0.781 / 0 / 952
after detailed placement: 0.306 / -0.369 / -0.369 / 1810
## final cells by class
cell class	count	area, um^2
tap	75	93.8
fill	599	3800
timing repair buffer	80	798
inverter	33	124
multi-input combinational	92	1100
## routing by layer
metal | vias up | track usage
li1 | 604 | -
met1 | 471 | 0.0840
met2 | 48 | 0.101
met3 | 0 | 0.0121
met4 | 0 | 0
met5 | - | 0
## repair_timing
item / 4_1_cts / 5_1_grt
gates resized: 5 / 45
endpoints found under the setup margin: 1 / 1
buffers inserted: 0 / 1
pin swaps: 4 / 14
cloned: 0 / 0
## power by group through the flow
stage | Sequential, W | Combinational [W] | Clock (W)
finish | 0 | 0.000229 | 0
global route | 0 | 0.000257 | 0
CTS | 0 | 0.000194 | 0
## kinds of logic (layout without fill, tap and decap cells)
family | after synthesis | count (layout)
fa+ha+maj | 32 | 32
compound gates | 32 | 32
mux | 2 | 2
simple gates | 26 | 26
buf+inv | 33 | 113
## final timing paths
kind    endpoint  slack [ns]  depth (start not counted)
max   out_branch        0.16                         10
min   out_branch        2.13                          4
## critical path: cells and delay by family
| family | cells | cell delay, ns |
|---|---|---|
| mux | 2 | 0.35 |
| fa+ha+maj | 1 | 0.28 |
| buf+inv | 3 | 0.65 |
| compound gates | 1 | 0.14 |
| simple gates | 3 | 0.59 |
## layout by cell type, fill, tap and decap left out, types with 2 or more instances in the layout
| master | instances |
|---|---|
| dlymetal6s2s_1 | 12 |
| nand3_1 | 5 |
| o21a_1 | 2 |
| clkdlybuf4s50_1 | 56 |
| o21ai_0 | 4 |
| nor2_1 | 2 |
| inv_2 | 9 |
| a21o_1 | 3 |
| inv_1 | 24 |
| mux2i_1 | 2 |
| buf_4 | 11 |
| ha_1 | 14 |
| nor4_4 | 2 |
| ha_4 | 18 |
| nand2_1 | 5 |
| nor2b_1 | 2 |
| nand4_4 | 4 |
| a21oi_2 | 2 |
| a21oi_1 | 14 |
No activity file was given, so power comes from the tool's default toggle rates.
