File: design/flow/design.v
module ALU (
    input [31:0] in_data1,
    input [31:0] in_data2,
    input [3:0] in_select,  
    output reg [31:0] out_data
);
localparam ADD = 4'b0000;
localparam SUB = 4'b0001;
localparam XOR = 4'b1000;
localparam OR = 4'b1100;
localparam AND = 4'b1110;
localparam SHIFT_LEFT = 4'b0010;
localparam SHIFT_RIGHT_LOGICAL = 4'b1010;
localparam SHIFT_RIGHT_ARITHMETIC = 4'b1011;
localparam SET_LESS = 4'b0100;
localparam SET_LESS_UNSIGNED = 4'b0110;
always @* begin
    case (in_select)
        ADD: begin 
            out_data = in_data1 + in_data2;
        end
        SUB: begin
            out_data = in_data1 - in_data2;
        end
        XOR: begin
            out_data = in_data1 ^ in_data2;
        end
        OR: begin
            out_data = in_data1 | in_data2;
        end
        AND: begin
            out_data = in_data1 & in_data2;
        end
        SHIFT_LEFT: begin
            out_data = in_data1 << in_data2;
        end
        SHIFT_RIGHT_LOGICAL: begin
            out_data = in_data1 >> in_data2;
        end
        SHIFT_RIGHT_ARITHMETIC: begin
            out_data = $signed(in_data1) >>> in_data2;
        end
        SET_LESS: begin
            out_data = $signed(in_data1) < $signed(in_data2);
        end
        SET_LESS_UNSIGNED: begin
            out_data = in_data1 < in_data2;
        end
        default: begin
           out_data = 31'b0;
        end
    endcase
end
endmodule
File: design/flow/run.sh
#!/bin/bash
# OpenROAD 26Q1-2900-gdf79404cd8, Yosys 0.63+post, stock flow scripts
make -C /OpenROAD-flow-scripts/flow DESIGN_CONFIG=/design/flow/config.mk WORK_HOME=/design/flow/orfs finish
File: design/flow/config.mk
export PLATFORM = sky130hd
export DESIGN_NAME = ALU
export DESIGN_NICKNAME = ALU
export VERILOG_FILES = /design/flow/design.v
export SDC_FILE = /design/flow/constraint.sdc
export NUM_CORES = 4
export LEC_CHECK = 1
export CORE_UTILIZATION = 50
File: design/flow/constraint.sdc
current_design ALU

set clk_period 24.4
set clk_io_pct 0.2

create_clock -name clk0 -period $clk_period

set non_clock_inputs [all_inputs -no_clocks]
set_input_delay [expr $clk_period * $clk_io_pct] -clock clk0 $non_clock_inputs
set_output_delay [expr $clk_period * $clk_io_pct] -clock clk0 [all_outputs]
==> impl_metrics.json <==
{
  "viasPerCell": 7.21,
  "p_comb_share_pct": 100.0,
  "warning_count": 99,
  "synth_cell_type_count": 83,
  "max-cap-violations": 0,
  "count_of_pins_over_their_slew_limit": 0,
  "syn-cell-area_sq_um": 9550,
  "average_size_of_a_mapped_cell_sq_um": 6.53,
  "fmax_mhz": 69.7,
  "max_slew.worst_pin.slew_ns": 1.07,
  "rsz0062_at_grt": "false",
  "leakagePower_nw": 4.31,
  "timing.critical_path.mode_cell": "clkdlybuf4s50_1",
  "hold_path.class": "primary input to output port",
  "flow.area_growth_from_synthesis_pct": 10.4,
  "design_power_total_w": 0.000225,
  "postPlaceCellArea_sq_um": 10500,
  "wire_length_of_the_first_global_routing_pass_um": 69400,
  "core_region_area_sq_um": 18700,
  "cts.hold.buffers_added": 0,
  "drc_errors": 0,
  "lay_top_count": "nand2_1",
  "critical_path.endpoint_type": "output port",
  "yosysCellCount": 1463,
  "layout_top_cells": "nand2_1 (149), nor2_1 (145), a21oi_1 (140)",
  "critical_path_buf_inv_count": 3,
  "num-clock-buffers": 0,
  "worst_vdd_rail_ir_drop_mv": 0.0119,
  "place_congestion": 1.15,
  "switchingPower_w": 0.000138,
  "top_level_ports": 100,
  "route.detailed.wl_per_inst_um": 27.5,
  "synth.yosys.warnings": 1,
  "floorplanUtilization_pct": 51.1,
  "finalHoldWorstSlack_ns": 10.85,
  "startpoint_type": "primary input",
  "post_cts_resize_count": 0,
  "cp_cell_sequence": "clkdlybuf4s50_1 > nor4_1 > nand4_1 > or2_1 > buf_4 > a211oi_2 > mux2i_1 > a21oi_1 > a211oi_1 > a2111oi_0 > a211o_1 > clkdlybuf4s50_1",
  "grt.overflow.total": 0,
  "detailedRoute.firstPassIterationCount": 28,
  "grt_util_all_layers_pct": 47.9,
  "switching_share_pct": 61.2,
  "fin_tns_setup_ns": 0,
  "number_of_standard_cells_after_synthesis": 1463,
  "setup-violations-final": 0,
  "port_buffers": 100,
  "die_height_um": 140,
  "synth.yosys.chip_area_sq_um": 9550,
  "final-hold-violation-count": 0,
  "final_antenna_net_count": 0,
  "grt_max_degree": 78,
  "row_count": 50,
  "crit_required_ns": 19.52,
  "post-route-min-period_ns": 14.34,
  "fin_crit_sh_pct": 58.8,
  "crit_slowest_cell": "a2111oi_0",
  "ys_seq_share_pct": 0,
  "internal_power_w": 0.0000872,
  "grt_pass1_vias": 11000,
  "run_status": "finished, final reports clean",
  "timing_worst_setup_path_type": "primary input to output port",
  "layout.filler_cells": 1826,
  "grt_antenna_before_repair": 1,
  "sequential_cell_area_sq_um": 0,
  "fp.dieArea_sq_um": 19700,
  "critical_path.max_stage_delay_ns": 0.94,
  "crit_fanout": 52,
  "cp_top_family": "AND-OR/OR-AND gates",
  "post_route_cells_drive_above_1_share_pct": 6.92,
  "post_cts_buffers": 0,
  "clock_power_share_pct": 0,
  "summed_area_of_non_filler_cells_in_the_final_layout_sq_um": 10500,
  "final_core_utilization_pct": 56.4,
  "cp.arrival_ns": 9.46,
  "share_seq_of_total_power_pct": 0,
  "wirelength_um": 47000,
  "seq_cells": 0,
  "power_per_cell_area_nw_per_um2": 21.3,
  "slew-limit-headroom_pct": 26.7,
  "die.size.x_um": 140,
  "place_hpwl_um": 37300,
  "first_iter_violations": 1706,
  "dr_total_vias": 12300
}
[final cells by class]
cell class	instances	area, sq um	area share, %
diodes	1	2.50	0.0237
inverters	97	364	3.45
multi-input cells	1243	8660	82.1
well taps	234	293	2.78
repair buffers	133	1230	11.7
[metal layers]
layer / share of wire (%) / track usage [%]
met1: 40 / 67.9
met2: 41 / 68.8
met3: 15 / 15.9
met4: 4.0 / 14.5
met5: 0.028 / 0
[cells in the mapped netlist (all sizes together) (15+ instances only)]
cell,instances,area share [%]
a221oi,16,1.5
nor4,19,1.2
a211oi,28,2.4
nor3,42,2.2
nor2b,18,1.2
ha,98,13
mux4,26,6.1
buf,51,2.8
inv,96,3.8
a21oi,142,7.5
clkbuf,72,2.8
a21o,15,1.2
o21ai,115,6.0
nand3,28,1.5
a31oi,19,1.2
a22oi,25,2.0
mux2i,59,6.2
o221ai,25,2.4
nand2,149,5.9
o211ai,29,2.3
nor2,148,5.9
[final timing paths]
| kind | start | end | cells after the start |
|---|---|---|---|
| setup / recovery | in_data2[10] | out_data[15] | 12 |
| hold / removal | in_data2[3] | out_data[3] | 5 |
[cell families (layout without fill, tap and decap cells)]
group / Yosys count / after routing / synth area share [%]
buffers and inverters: 220 / 230 / 9.42
muxes: 94 / 94 / 13.4
and+or+nand+nor: 482 / 482 / 23.2
AOI/OAI and AO/OA: 554 / 554 / 39.6
xor gates and xnor gates: 13 / 13 / 1.19
other: 0 / 1 / 0
adders and majority gates: 100 / 100 / 13.3
[power groups by stage]
stage            clock network, W  registers, W  logic [W]
global route                    0             0   0.000239
CTS                             0             0   0.000216
finish        0.00000000000000940             0   0.000225
[through the flow]
step | instances | setup slack (ns)
floorplan | 1463 | 11.21
global placement | 1707 | 10.29
detailed placement | 1707 | 10.27
CTS | 1707 | 10.27
global route | 1707 | 9.91
finish | 1708 | 10.06
