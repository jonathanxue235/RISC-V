$ cat flow/config.mk
export PLATFORM = sky130hd
export DESIGN_NAME = decoder
export DESIGN_NICKNAME = decoder
export VERILOG_FILES = /design/flow/design.v
export SDC_FILE = /design/flow/constraint.sdc
export NUM_CORES = 4
export LEC_CHECK = 1
export CORE_AREA = 10 10 70 70
export DIE_AREA = 0 0 80 80
$ cat flow/constraint.sdc
current_design decoder

set clk_period 2.7
set clk_io_pct 0.2

create_clock -name clk0 -period $clk_period

set non_clock_inputs [all_inputs -no_clocks]
set_input_delay [expr $clk_period * $clk_io_pct] -clock clk0 $non_clock_inputs
set_output_delay [expr $clk_period * $clk_io_pct] -clock clk0 [all_outputs]
$ cat flow/design.v
module decoder (
    input [31:0] in_instruction,
    output reg [6:0] out_opcode,  
    output reg out_branch,  
    output reg [2:0] out_branch_op,  
    output reg out_reg_write,  
    output reg out_mem_write,  
    output reg out_alu_src_a,  
    output reg out_alu_src_b,  
    output reg [3:0] out_alu_op,  
    output reg [4:0] out_rd,  
    output reg [4:0] out_rs1,  
    output reg [4:0] out_rs2,  
    output reg [1:0] out_choose_result  
);
assign out_opcode = in_instruction[6:0];
logic [2:0] funct3;
logic [6:0] funct7;
assign funct3 = in_instruction[14:12];
assign funct7 = in_instruction[31:25];
localparam R = 7'b0110011;
localparam ARITH_I = 7'b0010011;
localparam LOAD_I = 7'b0000011;
localparam S = 7'b0100011;
localparam B = 7'b1100011;
localparam JAL = 7'b1101111;
localparam JALR = 7'b1100111;
localparam LOAD_U = 7'b0110111;
localparam ADD_U = 7'b0010111;
localparam ENV_I = 7'b1110011;
localparam ADD = 3'b000;
localparam XOR = 3'b100;
localparam OR = 3'b110;
localparam AND = 3'b111;
localparam SHIFT_LEFT = 3'b001;
localparam SHIFT_RIGHT = 3'b101;
localparam SET_LESS = 3'b010;
localparam SET_LESS_UNSIGNED = 3'b011;
localparam ALU = 2'b00;
localparam PC = 2'b01;
localparam MEM = 2'b10;
always @(*) begin
    out_rd = in_instruction[11:7];
    out_rs1 = LOAD_U == out_opcode ? 5'b00000 : in_instruction[19:15];
    out_rs2 = in_instruction[24:20];
    case (out_opcode)
        R: begin
            out_branch = 0;
            out_branch_op = 3'b000;
            out_reg_write = 1;
            out_alu_src_a = 0;  
            out_alu_src_b = 0;  
            out_mem_write = 0;
            if (funct3 == ADD || funct3 == SHIFT_RIGHT) begin
                out_alu_op = {funct3, funct7[5]};
            end else begin
                out_alu_op = {funct3, 1'b0};
            end
            out_choose_result = ALU;
        end
        ARITH_I: begin
            out_branch = 0;
            out_branch_op = 3'b000;
            out_reg_write = 1;
            out_alu_src_a = 0;
            out_alu_src_b = 1;
            out_mem_write = 0;
            if (funct3 == SHIFT_RIGHT) begin
                out_alu_op = {funct3, in_instruction[30]};
            end else begin
                out_alu_op = {funct3, 1'b0};
            end
            out_choose_result = ALU;
        end
        LOAD_I: begin
            out_branch = 0;
            out_branch_op = 3'b000;
            out_reg_write = 1;
            out_alu_src_a = 0;
            out_alu_src_b = 1;
            out_mem_write = 0;
            out_alu_op = {ADD, 1'b0};
            out_choose_result = MEM;
        end
        S: begin
            out_branch = 0;
            out_branch_op = 3'b000;
            out_reg_write = 0;
            out_alu_src_a = 0;
            out_alu_src_b = 1;
            out_mem_write = 1;
            out_alu_op = {ADD, 1'b0};
            out_choose_result = ALU;
        end
        B: begin 
            out_branch = 1;
            out_branch_op = funct3;
            out_reg_write = 0;
            out_alu_src_a = 0;
            out_alu_src_b = 0;
            out_mem_write = 0;
            out_alu_op = {ADD, 1'b0};
            out_choose_result = ALU;
        end
        JAL: begin
            out_branch = 1;
            out_branch_op = 3'b010;
            out_reg_write = 1;
            out_alu_src_a = 1;
            out_alu_src_b = 1;
            out_mem_write = 0;
            out_alu_op = {ADD, 1'b0};
            out_choose_result = PC;
        end
        JALR: begin
            out_branch = 1;
            out_branch_op = 3'b010;
            out_reg_write = 1;
            out_alu_src_a = 0;
            out_alu_src_b = 1;
            out_mem_write = 0;
            out_alu_op = {ADD, 1'b0};
            out_choose_result = PC;
        end
        LOAD_U: begin
            out_branch = 0;
            out_branch_op = 3'b000;
            out_reg_write = 1;
            out_alu_src_a = 0;
            out_alu_src_b = 1;
            out_mem_write = 0;
            out_alu_op = {ADD, 1'b0};
            out_choose_result = ALU;
        end
        ADD_U: begin
            out_branch = 0;
            out_branch_op = 3'b000;
            out_reg_write = 1;
            out_alu_src_a = 1;
            out_alu_src_b = 1;
            out_mem_write = 0;
            out_alu_op = {ADD, 1'b0};
            out_choose_result = ALU;
        end
        ENV_I: begin
        end
        default: begin
            out_branch = 0;
            out_branch_op = 3'b000;
            out_reg_write = 0;
            out_alu_src_a = 0;
            out_alu_src_b = 0;
            out_mem_write = 0;
            out_alu_op = 4'b0000;
        end
    endcase
end
endmodule
$ cat flow/run.sh
#!/bin/bash
# OpenROAD 26Q1-2900-gdf79404cd8, Yosys 0.63+post, stock flow scripts
make -C /OpenROAD-flow-scripts/flow DESIGN_CONFIG=/design/flow/config.mk WORK_HOME=/design/flow/orfs finish
==> impl_report.txt <==
==== FLOW RESULTS ====
----------------------------------------------------
[Outcome]
  Outcome ........................ finished, final reports clean

[STA]
  Fin crit share ........................ 97.37%
  Summed negative setup slack over all endpoints ........................ 0 ps
  Unrepaired setup endpoints after global routing ........................ no
  Number of max-slew violations in the final report ........................ 0
  Slew Limit Headroom ........................ 71.47%
  Endpoints left unconstrained ........................ 28
  Minimum clock period ........................ 2629 ps
  Number of register pins that no clock reaches ........................ 14
  Final setup fails ........................ 0
  Max Freq ........................ roughly 380 MHz
  Final Hold Violation Tally ........................ 0
  Tightest Pin Transition ........................ ~430 ps

[Final layout]
  Comb gate area ........................ 264.0 sq um
  Reg area ........................ 210.2 sq um
  Fillers ........................ about 370
  Fraction of layout cells with a size suffix above 1 ........................ between 10% and 20%
  Synth-to-Final Area Change ........................ 71.46%

[Placed design]
  Global placer's final weighted congestion ........................ around 0.83
  HPWL Detailed ........................ approximately 1.7 mm
  I/O Buffers ........................ around 42

[Synth]
  Yosys warnings ........................ 2
  Per-instance average area after synthesis ........................ a little under 8 sq um
  Total cells reported by yosys after synthesis ........................ a little under 80
  Number of storage elements in the synthesis netlist ........................ 14
  Fraction of synthesized area in multiplexers ........................ 0%
  Area fraction in compound gates after synthesis ........................ roughly 10%
  Yosys Chip Area ........................ around 610 sq um
  Yosys xor share ........................ 0%
  Number of instances in the synthesized netlist ........................ about 77
  Synth Cell Area ........................ 609.3 sq um
  Top comb family, area ........................ simple AND/OR/NAND/NOR gates
  Library cells used by synthesis ........................ 25
  Simple share ........................ 32.24%
  Adder-cell share of the synthesized area ........................ 0%

[Drt]
  Highest metal layer used by the detailed router ........................ met3
  Tally of nets with antenna violations remaining after routing ........................ 0
  Iteration-0 DRC Markers ........................ 21
  Post-detailed-route wirelength per cell ........................ roughly 13 microns
  Detail Route met3 WL ........................ between 150 and 200 microns
  Routed Wire Length ........................ roughly 2.0 mm
  Per-cell via count in the routed design ........................ about 3.8
  Diodes inserted ........................ 0
  Met2 wire length ........................ approximately 1.1 mm
  Met1 wire length ........................ slightly below 800 microns
  Total via count after detailed routing ........................ roughly 600
  1st-pass router iterations ........................ 3
  Post-route DRC violation count ........................ 0

[Global routing]
  Wire length of the first global-routing pass ........................ around 3.1 mm
  Vias in the first global route ........................ 611
  Global-route usage over all layers ........................ approximately 6%
  Grt ovf ........................ 0
  Maximum number of pins on one net before global-route repair ........................ 14
  Initial antenna violation count ........................ 0

[Min path]
  Hold crit path type ........................ in2out

[Worst setup path]
  Kind of capture point of the worst setup path ........................ output pin
  Critical path fanouts, max ........................ 5
  Worst setup startpoint ........................ in_instruction[3]
  Start-to-end type of the worst setup path ........................ in2out
  Req. time, crit path ........................ 2160 ps
  Setup crit end ........................ out_rs1[2]
  Arr. time, crit path ........................ roughly 2100 ps
  CP Launch Type ........................ input port

[Pwr]
  Worst IR drop on VDD ........................ roughly 0.000026 V
  Power per Cell Area ........................ between 80 and 90 nW/um^2
  Overall power after layout ........................ around 0.086 mW
  Leakage power total ........................ roughly 0.47 nW

[Floorplan]
  Area of the chip ........................ 6400 sq um
  Die span in y ........................ 80 microns
  Die width ........................ ~80 microns
  Effective utilization at floorplan ........................ 17.84%
  Boundary Pins ........................ 68
  Area of the core ........................ roughly 3400 sq um
  FP Rows ........................ 21

[Flow run]
  Count of maximum capacitance violations ........................ 0
  Log Warnings ........................ 39

----------------------------------------------------
==> flip-flops by register name, summed over array words and instances, names as in the netlist <==
signal             count
out_alu_op             4
out_branch             1
out_alu_src_a          1
out_choose_result      2
out_reg_write          1
out_branch_op          3
out_alu_src_b          1
out_mem_write          1
==> metrics by stage <==
stage / cells / area (sq um) / hold slack, ps / utilization, % / setup slack, ps
2_1_floorplan: 77 / 609.3 / 1146 / - / 885.8
4_1_cts: 156 / 1022 / 1080 / 29.93 / -20.69
3_5_place_dp: 155 / 1016 / 1080 / 29.74 / -74.25
3_3_place_gp: 155 / 1016 / 1080 / 29.74 / -59.80
6_report: 156 / 1045 / 1080 / 30.59 / 71.08
5_1_grt: 156 / 1045 / 1080 / 30.59 / 21.25
==> power by group <==
group | internal, mW | switching, mW | leakage [nW] | total (mW)
Sequential | 0.00370 | 0.000629 | 0.103 | 0.00433
Clock | 0 | 0 | 0 | 0
Combinational | 0.0547 | 0.0268 | 0.363 | 0.0815
Total | 0.0584 | 0.0274 | 0.466 | 0.0859
==> worst min path at each step <==
stage                             start  cells past startpoint        end
after CTS             in_instruction[8]                      0  out_rd[1]
after global routing  in_instruction[8]                      0  out_rd[1]
final                 in_instruction[8]                      0  out_rd[1]
==> cell usage after synthesis <==
cell,number,area [sq um]
nand3_2,1,10.01
dlxtp_1,12,180.2
o211ai_1,1,7.510
nor3b_1,1,7.510
nor3_1,2,10.01
and3b_1,1,8.760
or3_1,1,6.260
nand4_1,1,6.260
a211o_1,1,8.760
clkbuf_1,1,3.750
buf_4,17,127.6
and2_1,6,37.54
inv_1,3,11.26
nor4b_1,1,8.760
and4bb_2,1,12.51
nor2_1,4,15.01
a32oi_1,1,8.760
a21oi_1,6,30.03
nand3_1,1,5.000
nand2_1,5,18.77
dlxtn_1,2,30.03
or4_4,1,11.26
or2b_1,1,7.510
o21ai_0,1,5.000
and3_1,5,31.28
==> placed cells by master (no fill, tap or decap), types with 2 or more instances in the layout <==
cell type	netlist	final
nor3_1	2	2
nor2_1	4	4
and2_4	0	2
nand2_1	5	4
and2_1	6	4
and3_1	5	5
dlxtp_1	12	12
a21oi_1	6	6
clkdlybuf4s50_1	0	35
dlxtn_1	2	2
buf_4	17	9
inv_1	3	3
dlymetal6s2s_1	0	6
==> area by class of cell <==
type	count	share of cell area, %
Timing Repair Buffer	51	48.02
Multi-Input combinational cell	42	25.27
Sequential cell	14	20.12
Tap cell	46	5.509
Inverter	3	1.078
==> worst max-delay path, stage by stage <==
cell and delay, ps:
clkdlybuf4s50_1 420, or4_4 540, and2_1 180, clkdlybuf4s50_1 410
==> kinds of logic after synthesis <==
group,Yosys count
latches,14
AOI/OAI and AO/OA,10
buffers and inverters,21
and+or+nand+nor,32
==> metal layers <==
metal  GRT usage [%]  vias up
li1                -      313
met1           6.662      265
met2           11.64       20
met3           1.136        0
met4          0.1761        0
met5               0        -
==> what timing repair did <==
| item | in CTS | in global routing |
|---|---|---|
| setup buffers | 1 | 0 |
| cloned | 0 | 0 |
| gates resized | 1 | 9 |
| hold buffers | 0 | 0 |
| pin swaps | 2 | 1 |
| setup endpoints to repair | 5 | 4 |
Power figures rest on the tool's default switching activity, not on a simulated workload.
